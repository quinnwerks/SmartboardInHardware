==> design.v <==
module vv2(
input			CLOCK_50,				 
input	[3:0]	KEY,
output [9:0] LEDR,
output			VGA_CLK,   				 
output			VGA_HS,					 
output			VGA_VS,					 
output			VGA_BLANK_N,				 
output			VGA_SYNC_N,				 
output	[9:0]	VGA_R,   				 
output	[9:0]	VGA_G,	 				 
output	[9:0]	VGA_B,   				 
input	[7:0]	TD_DATA,    			 
input			TD_HS,					 
input			TD_VS,					 
output			TD_RESET_N,				 
input TD_CLK27,
output			I2C_SCLK,
inout			I2C_SDAT,
input [9:0] SW
);
wire [4:0] red, blue;
wire [5:0] green;
wire vga_plot;
wire [8:0] vga_x;
wire [7:0] vga_y;
VGA_PLL pll(.inclk0(CLOCK_50), .c0(VGA_CLK));
Video_In vin(
	.CLOCK_50		(CLOCK_50),
	.CLOCK_27		(TD_CLK27),
	.TD_RESET		(TD_RESET_N),
	.reset			(~KEY[0]),
	.TD_DATA		(TD_DATA),
	.TD_HS			(TD_HS),
	.TD_VS			(TD_VS),
	.waitrequest	(0),
	.x				(vga_x),
	.y				(vga_y),
	.red			(red),
	.green			(green),
	.blue			(blue),
	.pixel_en		(vga_plot)
);
avconf avc(
	.I2C_SCLK		(I2C_SCLK),
	.I2C_SDAT		(I2C_SDAT),
	.CLOCK_50		(CLOCK_50),
	.reset			(~KEY[0])
);
wire [10:0] vga_ox;
wire [10:0] vga_oy;
wire [17:0] colour;
wire fsmVGAWrite;
assign LEDR[7:0] = TD_DATA;
assign LEDR[8] = fsmVGAWrite;
fullFSM pixelProcessing(
	.iX(vga_x),
	.iY(vga_y),
	.oX(vga_ox),
	.oY(vga_oy),
	.resetn(KEY[0]),
	.clock50(CLOCK_50),
	.red(red),
	.green(green),
	.blue(blue),
	.writeEnVGA(fsmVGAWrite),
	.pixel_en(vga_plot)
	);
colourLUT COLOURSEL(SW[2:0], colour);
vga_adapter VGA(
			.resetn(KEY[0]),
			.clock(CLOCK_50),
			.colour(colour),
			.x(vga_ox),
			.y(vga_oy),
			.plot(fsmVGAWrite & SW[8]),
			.VGA_R(VGA_R),
			.VGA_G(VGA_G),
			.VGA_B(VGA_B),
			.VGA_HS(VGA_HS),
			.VGA_VS(VGA_VS),
			.VGA_BLANK(VGA_BLANK_N),
			.VGA_SYNC(VGA_SYNC_N),
			.clock_25(VGA_CLK));
		defparam VGA.RESOLUTION = "320x240";
		defparam VGA.MONOCHROME = "FALSE";
		defparam VGA.BITS_PER_COLOUR_CHANNEL = 6;
endmodule
module colourLUT(
   input [2:0] penSel,
   output reg [17:0] colour
   );
   always @ (*) begin
      case (penSel)
         3'd0: colour = 18'b000000000000000000;  
         3'd1: colour = 18'b111111111111111111;  
         3'd2: colour = 18'b111111000000111111;  
         3'd3: colour = 18'b000000111111000000;  
				 default: colour = 18'd0;
      endcase
   end
endmodule
module fullFSM(
  input [8:0] iX,
  input [7:0] iY,
  output [10:0] oX, oY,
  input resetn, clock50, clock27, pixel_en,
  input [9:0] red, green, blue,
  output writeMem, writeEnVGA
  );
  wire readyA, readyB, readyC, writeMemA, writeMemB, writeMemC;
  wire [1:0] selFSM, selMem, checkStateCtrl, csA, csB, csC;
  wire goA, goB, goC;
  wire [10:0] oaX, oaY;
  fullFSMdata u0(
    .iX(iX),
    .iY(iY), .resetn(resetn), .clock50(clock50), .red(red), .green(green)
		, .blue(blue), .readyA(readyA), .readyB(readyB), .readyC(readyC),
    .writeMemA(writeMemA), .writeMemB(writeMemB), .writeMemC(writeMemC)
		, .writeEnVGA(writeEnVGA), .writeMem(writeMem),.selFSM(selFSM), .selMem(selMem)
		, .checkState()
    ,.csA(csA), .csB(csB), .csC(csC), .goA(goA), .goB(goB), .goC(goC)
		, .clock27(clock27) , .oX(oX) , .oY(oY), .oaX(oaX), .oaY(oaY), .pixel_en(pixel_en)
    );
   FSMCtrl u1(.readyA(readyA), .readyB(readyB), .readyC(readyC)
	 , .writeMemA(writeMemA), .writeMemB(writeMemB), .writeMemC(writeMemC),
   .resetn(resetn), .clock50(clock50), .selFSM(selFSM), .selMem(selMem)
	 , .checkState(checkStateCtrl), .goA(goA), .goB(goB), .goC(goC));
endmodule
module fullFSMdata(
  input [10:0] iX,
  input [10:0] iY,
  output reg [10:0] oX,
  output reg [10:0] oY,
  output [10:0] oaX, oaY,
  input resetn, clock50,
  input [9:0] red, green, blue,
  input goA, goB, goC,
  input clock27,
  output readyA, readyB, readyC,
  output writeEnVGA,
  output writeMemA, writeMemB, writeMemC,
  output writeMem,
  output [1:0] csA, csB, csC,
  input [1:0] selFSM, selMem, checkState,
  input pixel_en
  );
  wire [10:0]   obX, ocX, obY, ocY;
  reg [10:0] iaX, ibX, icX, iaY, ibY, icY;
  reg [10:0] oldX, oldY;
  wire writeVGAA, writeVGAB, writeVGAC;
  always @ (*) begin
      if(csA == 2'b10) begin
          oX = oaX;
          oY = oaY;
      end
      else if(csB == 2'b10) begin
          oX = obX;
          oY = obY;
      end
      else if(csB == 2'b10) begin
          oX = ocX;
          oY = ocY;
      end
      else begin
          oX = 11'b0;
          oY = 11'b0;
      end
      if(csA == 2'b11) begin
          oX = oaX;
          oY = oaY;
      end
      else if(csB== 2'b11) begin
          oX = obX;
          oY = obY;
      end
      else if(csC == 2'b11) begin
          oX = ocX;
          oY = ocY;
      end
      else begin
          oX = 11'b0;
          oY = 11'b0;
      end
  end
  colourProcessFSM A(
    .iX(iX), .iY(iY),
    .oX(oaX), .oY(oaY),
    .red(red), .green(green), .blue(blue),
    .clock50(clock50), .resetn(resetn), .ready(readyA), .go(goA),
    .writeEnVGA(writeVGAA), .writeEnSt(writeMemA), .stateCheck(csA), .pixel_en(pixel_en)
    );
  colourProcessFSM B(
    .iX(iX), .iY(iY),
    .oX(obX), .oY(obY),
    .red(red), .green(green), .blue(blue),
    .clock50(clock50), .resetn(resetn), .ready(readyB), .go(goB),
    .writeEnVGA(writeVGAB), .writeEnSt(writeMemB), .stateCheck(csB), .pixel_en(pixel_en)
  );
  colourProcessFSM C(
    .iX(iX), .iY(iY),
    .oX(ocX), .oY(ocY),
    .red(red), .green(green), .blue(blue),
    .clock50(clock50), .resetn(resetn), .ready(readyC), .go(goC),
    .writeEnVGA(writeVGAC), .writeEnSt(writeMemC), .stateCheck(csC), .pixel_en(pixel_en)
  );
  assign writeEnVGA = writeVGAA | writeVGAB | writeVGAC;
  assign writeMem = writeMemA | writeMemB | writeMemC;
endmodule
module FSMCtrl (readyA, readyB, readyC, writeMemA, writeMemB, writeMemC,
  resetn, clock50, selFSM, selMem, checkState, goA, goB, goC);
  input readyA, readyB, readyC, writeMemA, writeMemB, writeMemC, resetn, clock50;
  output reg [1:0] selFSM, selMem;
  output reg goA, goB, goC;
  output [1:0] checkState;
  localparam              PICK_A    = 2'd0,
                          PICK_B    = 2'd1,
                          PICK_C    = 2'd2;
  reg [1:0] current_state, next_state;
  always@(*)
  begin: state_table
    case (current_state)
      PICK_A:
      begin
        if (readyA) next_state = PICK_A;
        else next_state = PICK_B;
      end
      PICK_B:
      begin
        if (readyB) next_state = PICK_B;
        else next_state = PICK_C;
      end
      PICK_C:
      begin
        if (readyC) next_state = PICK_C;
        else next_state = PICK_A;
      end
      default: next_state = PICK_A;
    endcase
  end
  assign checkState = current_state;
  always@(*)
  begin: enable_signals
    selFSM = 2'b01;
    goA = 1'b0;
    goB = 1'b0;
    goC = 1'b0;
    case (current_state)
      PICK_A:
      begin
          selFSM = 2'b01;
          goA = 1'b1;
      end
      PICK_B:
      begin
          selFSM = 2'b10;
          goB = 1'b1;
      end
      PICK_C:
      begin
          selFSM = 2'b11;
          goC = 1'b1;
      end
    endcase
  end
  always@(*)
  begin
    if (writeMemA) selMem = 2'b01;
    else if (writeMemB) selMem = 2'b10;
    else if (writeMemC) selMem = 2'b11;
    else selMem = 2'b00;
  end
  always@(posedge clock50)
  begin
    if (!resetn)
      current_state <= PICK_A;
    else
      current_state <= next_state;
  end
endmodule
module colourProcessFSM(
  input [10:0] iX, iY,
  input [9:0] red, green, blue,
  input clock50, resetn, go,
  input pixel_en,
  output writeEnVGA, writeEnSt, ready,
  output [10:0] oX, oY,
  output [1:0] stateCheck
  );
  wire loadReg;
     colourCtrl u0(
        .red(red),
        .green(green),
        .blue(blue),
        .go(go),
        .resetn(resetn),
        .clock50(clock50),
        .bdsel(), 
        .loadReg(loadReg),
        .ready(ready),
        .writeEnSt(writeEnSt),
        .writeEnVGA(writeEnVGA),
        .stateCheck(stateCheck),
		  .pixel_en(pixel_en)
     );
     dataForColour u1(
       .clock50(clock50),
       .resetn(resetn),
       .ld_reg(loadReg),
       .iX(iX),
       .iY(iY),
       .oX(oX),
       .oY(oY)
       );
endmodule
module dataForColour(
  input clock50,
  input resetn,
  input [10:0] iX,
  input [10:0] iY,
  input ld_reg,
  output reg [10:0] oX,
  output reg [10:0] oY
  );
  always @ (posedge clock50) begin
     if(!resetn) begin
        oX <= 11'b0;
        oY <= 11'b0;
     end
     else if (ld_reg) begin
        oX <= iX;
        oY <= iY;
     end
  end
endmodule
module colourCtrl (red, green, blue, go,resetn, clock50, ready, bdsel, loadReg, writeEnSt, writeEnVGA, stateCheck, pixel_en);
  input [9:0] red, green, blue;
  input go;
  input resetn;
  input clock50;
  input pixel_en;
  output [1:0] stateCheck;
  output reg ready;
  output reg bdsel;
  output reg loadReg;
  output reg writeEnSt;
  output reg writeEnVGA;
  wire colInRange;
  assign colInRange = (blue > green & blue > red & pixel_en) ? 1'b1 : 1'b0;
  localparam        IDLE        = 2'd0,
                    LOAD_R      = 2'd1,
                    STATE_WRITE = 2'd2,
                    OUTSIG      = 2'd3;
  reg [1:0] current_state, next_case;
  assign stateCheck = current_state;
  always@(*)
  begin: state_table
    case (current_state)
      IDLE: next_case = (go & colInRange) ? LOAD_R : IDLE;
      LOAD_R: next_case = OUTSIG;
      OUTSIG: next_case = IDLE;
      default: next_case = IDLE;
    endcase
  end
  always@(*)
  begin: enable_signals
      ready = 1'b0;
      bdsel = 1'b0;
      loadReg = 1'b0;
      writeEnSt = 1'b0;
      writeEnVGA = 1'b0;
      case (current_state)
        IDLE:
        begin
          ready = 1'b1;
        end
        LOAD_R:
        begin
          loadReg = 1'b1;
        end
        STATE_WRITE:
        begin
          writeEnSt = 1'b1;
        end
        OUTSIG:
        begin
          writeEnVGA = 1'b1;
        end
      endcase
  end
  always@(posedge clock50)
  begin: state_FFs
    if (!resetn)
      current_state <= IDLE;
    else
      current_state <= next_case;
  end
endmodule
==> run.sh <==
#!/bin/bash
# OpenROAD 26Q1-2900-gdf79404cd8, Yosys 0.63+post, stock flow scripts
make -C /OpenROAD-flow-scripts/flow DESIGN_CONFIG=/design/flow/config.mk WORK_HOME=/design/flow/orfs finish
==> config.mk <==
export PLATFORM = sky130hd
export DESIGN_NAME = fullFSM
export DESIGN_NICKNAME = fullFSM
export VERILOG_FILES = /design/flow/design.v
export SDC_FILE = /design/flow/constraint.sdc
export NUM_CORES = 4
export LEC_CHECK = 1
export CORE_UTILIZATION = 50
==> constraint.sdc <==
current_design fullFSM

set clk_period 4.4
set clk_io_pct 0.2

create_clock -name clk0 -period $clk_period [get_ports {clock50}]

set non_clock_inputs [all_inputs -no_clocks]
set_input_delay [expr $clk_period * $clk_io_pct] -clock clk0 $non_clock_inputs
set_output_delay [expr $clk_period * $clk_io_pct] -clock clk0 [all_outputs]
==> run notes <==
run results: TNS Setup 0 ns, Post-Layout Inst Area 4120 um^2, clock net sink count 63, Worst Setup Path Type reg2out, post-CTS setup buffers 0, combinational cell fraction of total power 0.108, routed wire length 7120 um, Layout Utilization 0.676, crit path DAT 2.21 ns, via count 2955, Hold WC Path Type reg2reg, DP Area 3920 um^2, Area Overhead vs Synth 27.3%, Layout Skew 0.00938 ns, Max-cap violations 0, PortBufs 67, sequential share of power 0.485, mapped cell area 3240 um^2, sw frac 0.242, Slew Viols, Final 0, Setup WS post-layout 1.31 ns, yosys cell count 435, largest net degree at the start of global routing 62, GRT Total Usage 0.232, share of cells above drive strength 1 0.0601, vias in the first global route 2589, GR Overflow Total 0, TritonCTS clock tree done, DRC 0, CP Capture Point oX[3], I/O pin cnt 75, n_diodes 0, CP bufs+invs 2, Final Setup Violations 0, Max stage delay on crit path 0.81 ns, Routed WL per cell 12.4 um, Synth flops 63, top area contributor share 0.390, post-DP HPWL 4800 um, tool warnings 28, switching pwr 0.000292 W, final worst path period need 3.09 ns, Fillers 526, CP required 3.52 ns, Via density 5.15, Setup crit start u0.B.u0.current_state[2]$_DFF_P_, worst-path cell chain buf_4 > nor2_1 > a21oi_1 > o21ai_0 > clkdlybuf4s50_1, flip-flops with a built-in enable 0, Peak VDD IR 0.226 mV, Worst Tran Pin Value 0.759 ns, Post-synth area hogs dfxtp_1 (39%), nand2_1 (16%), a21boi_0 (12%), Gate Count Post-Synth 435, main flop type dfxtp_1, Worst R2R Start u0.B.u0.current_state[2]$_DFF_P_, hold buffer count at cts 0, DRT Pass-1 Iters 4, clock tree buffer depth 2, clk slew on worst S/H paths 0.07 ns, CP top delay family flip-flops, fp_density 0.531, LEAKAGE 1.59 nW, row count 28, power density over cell area 293 nW/um^2, htree depth 3, reg2reg path depth 3, syn avg cell area 7.44 um^2, root buffer cell clkbuf_8, Synth Seq Share 0.390, startpoint types register, Crit path depth 5, clk ins delay skew pair 0.33 ns, Post-DRT Antenna Nets 0, Die Y 82.4 um, fmax 323 MHz, initial DRC count 129, CTS buffer count 9, area leader, netlist dfxtp_1, Period Utilization, post-route 0.703, Final Hold Viols 0, YS chip area 3240 um^2, RSZ-0062 raised after global routing false, fraction of registers with async set/reset 0, Die X 82.4 um, Crit. End Element primary output, Max Fanout on Critical Path 23, initial antenna violation count 0, dpl ws 1.58 ns, Reg-to-Reg End u0.B.u1.oX[3]$_SDFFE_PN0N_, first-pass GRT wire length 11700 um, worst-path cell with the longest stage delay dfxtp_1, library cells used by synthesis 27, gpl congestion 0.771, Cell Int Power 0.000914 W, Min Hold Slack 0.445 ns, Slew headroom 0.494, Resize count post-CTS 0, clock share of power 0.407, Yosys warning count 6, Die ar. 6800 um^2, FF-to-FF setup slack 2.72 ns, outcome finished, final reports clean, Core ar. 6100 um^2
==> kinds of logic after synthesis <==
family,count (synthesis),synth area share
AND-OR/OR-AND,110,0.225
adder cells (fa/ha/maj),20,0.0773
buffers and inverters,54,0.0723
flip-flops,63,0.390
other,1,0.00116
AND/OR/NAND/NOR,187,0.234
==> per-layer routing <==
metal / up-vias / share of wire / track usage
met5: - / 0 / 0
met3: 2 / 0.051 / 0.0401
met2: 73 / 0.45 / 0.388
met1: 1348 / 0.50 / 0.334
met4: 0 / 0.00084 / 0.0193
li1: 1532 / - / -
==> final cells by class <==
type / instances / area, um^2 / area share
Clock buffer: 9 / 124 / 0.0301
Clock inverter: 7 / 72.6 / 0.0176
Inverter: 23 / 86.3 / 0.0210
Multi-Input combinational cell: 323 / 1760 / 0.427
Sequential cell: 63 / 1260 / 0.306
Tap cell: 75 / 93.8 / 0.0228
Timing Repair Buffer: 74 / 723 / 0.176
==> sequential cells by signal (all words and copies together), names as in the netlist <==
name and count:
u0.B.u1.oX 9, u0.A.u1.oY 8, u0.C.u0.current_state 3, u0.A.u1.oX 9, u0.C.u1.oY 8, u0.C.u1.oX 9, u1.current_state 3, u0.A.u0.current_state 3
u0.B.u1.oY 8, u0.B.u0.current_state 3
==> synth_stat cells (all sizes together), types with 4 or more instances <==
cell and number:
nand4 5, inv 23, nor2 26, o21ai 26, nand2 142, a211oi 4
a21oi 21, and2 5, ha 20, dfxtp 63, buf 14, a21boi 51
nand2b 5, clkbuf 17
==> how the worst min path moves through the flow <==
stage | start | end | slack [ns] | depth (start not counted)
after global routing | u1.current_state[0]$_DFF_P_ | u0.A.u0.current_state[1]$_DFF_P_ | 0.47 | 2
final | u1.current_state[2]$_DFF_P_ | u0.B.u0.current_state[1]$_DFF_P_ | 0.45 | 2
after CTS | u1.current_state[2]$_DFF_P_ | u0.B.u0.current_state[1]$_DFF_P_ | 0.45 | 2
==> per-stage QoR <==
| stage | std cells | total power (W) |
|---|---|---|
| global placement | 558 | 0.000727 |
| floorplan | 440 | 0.000664 |
| CTS | 574 | 0.00122 |
| global route | 574 | 0.00126 |
| detailed placement | 558 | 0.000729 |
| finish | 574 | 0.00121 |
==> power groups by stage <==
stage / sequential (W) / clock [W] / combinational [W]
CTS: 0.000584 / 0.000504 / 0.000132
global route: 0.000585 / 0.000525 / 0.000147
finish: 0.000584 / 0.000491 / 0.000131
==> worst min-delay path, delay by kind of cell (launching register included) <==
kind          cells  cell delay [ns]
flops             1             0.32
simple gates      2             0.09
==> cells in the final DEF, fill, tap and decap left out <==
| master | n |
|---|---|
| o31ai_1 | 1 |
| nand2_1 | 142 |
| nand4_1 | 4 |
| inv_6 | 1 |
| bufinv_16 | 1 |
| clkdlybuf4s50_1 | 67 |
| a21oi_1 | 21 |
| ha_1 | 20 |
| conb_1 | 6 |
| a211oi_2 | 2 |
| clkbuf_8 | 9 |
| o211ai_1 | 1 |
| nand2b_1 | 5 |
| clkinvlp_4 | 2 |
| a21boi_0 | 51 |
| inv_1 | 23 |
| or2_2 | 3 |
| a31oi_1 | 1 |
| a211oi_1 | 2 |
| clkinv_4 | 1 |
| nor2_1 | 25 |
| clkinv_2 | 2 |
| or3_1 | 1 |
| a2bb2oi_1 | 3 |
| dfxtp_1 | 63 |
| buf_4 | 7 |
| a2111o_1 | 2 |
| nor2_2 | 1 |
| and2_1 | 5 |
| o21ai_0 | 26 |
| nand4_2 | 1 |
Power and IR drop assume default switching activity.
